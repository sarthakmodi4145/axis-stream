$ cat /design/flow/run.sh
#!/bin/bash
# OpenROAD 26Q1-2900-gdf79404cd8, Yosys 0.63+post, stock flow scripts
make -C /OpenROAD-flow-scripts/flow DESIGN_CONFIG=/design/flow/config.mk WORK_HOME=/design/flow/orfs finish
$ cat /design/flow/constraint.sdc
current_design axis_master

set clk_period 2.1
set clk_io_pct 0.2

create_clock -name clk0 -period $clk_period [get_ports {clk}]

set non_clock_inputs [all_inputs -no_clocks]
set_input_delay [expr $clk_period * $clk_io_pct] -clock clk0 $non_clock_inputs
set_output_delay [expr $clk_period * $clk_io_pct] -clock clk0 [all_outputs]
$ cat /design/flow/config.mk
export PLATFORM = sky130hd
export DESIGN_NAME = axis_master
export DESIGN_NICKNAME = axis_master
export VERILOG_FILES = /design/flow/design.v
export SDC_FILE = /design/flow/constraint.sdc
export NUM_CORES = 4
export LEC_CHECK = 1
export CORE_AREA = 10 10 70 70
export DIE_AREA = 0 0 80 80
$ cat /design/flow/design.v
`timescale 1ns/1ps
module axis_master #(
    parameter DATA_WIDTH = 8,
    parameter PACKET_SIZE = 16
)(
    input  wire                   clk,
    input  wire                   reset_n,
    output reg  [DATA_WIDTH-1:0]  m_tdata,
    output reg                    m_tvalid,
    input  wire                   m_tready,
    output reg                    m_tlast
);
    reg [$clog2(PACKET_SIZE):0] counter;    
    reg sending;
    always @(posedge clk or negedge reset_n) begin
        if (!reset_n) begin
            counter   <= 0;
            m_tdata   <= 0;
            m_tvalid  <= 0;
            m_tlast   <= 0;
            sending   <= 0;
        end else begin
            if (!sending) begin
                m_tvalid <= 1;
                sending  <= 1;
            end
            if (m_tvalid && m_tready) begin
                m_tdata <= counter;
                if (counter == PACKET_SIZE-1) begin
                    m_tlast <= 1;
                    counter <= 0;         
                end else begin
                    m_tlast <= 0;
                    counter <= counter + 1;
                end
            end
        end
    end
endmodule
==> out/summary.txt <==
Run status: complete, no violations
Total wirelength of the detailed-routed design: 925 um
Distinct cells, synth: 18
Worst path required time: 1680 ps
Std-Cell Rows: 21
Starting utilization of the core area: 16.0%
Vias in the first global route: 318
Horizontal die dimension: 80 um
Wire per inst: 8.98 um
Post-synthesis register bit count: 13
Final worst clock skew: 1.44 ps
Switching share of power: 26.9%
Wire length of the first global-routing pass: 1480 um
Clock slew seen by the registers of the worst setup and hold paths: 70 ps
Root buffer selected by CTS: sky130_fd_sc_hd__clkbuf_4
Placement-stage cell area: 668 um^2
Detailed Routing Iterations Pass 1: 3
Setup slack on the worst flop-to-flop path: 950 ps
Fraction of the core area covered by cells at the end of the flow: 20.3%
Core area: 3420 um^2
Insertion delay to the later sink of the worst-skew pair: 270 ps
Total of endpoints with negative setup slack in the final report: 0
Total GRT Usage: 2.95%
Part of the power in registers: 53.9%
Number of max-capacitance violations reported: 0
Sink count of the clock tree: 13
Violation tally from detailed-route iteration zero: 14
Count of hold-fix buffers inserted at cts: 0
Diodes inserted: 0
Chip height: 80 um
Capturing element type of the critical path: output pin
Gate Count Post-Synth: 46
Minimum clock period after layout: 1590 ps
Signed area change from the synthesized netlist to the final layout: 27.0%
Setup repair after global routing missed its margin: no
DRT antenna net count: 0
Top_reg_cell synth: sky130_fd_sc_hd__dfrtp_1
Cells taking the most area after synthesis: sky130_fd_sc_hd__dfrtp_1 (59%), sky130_fd_sc_hd__mux2_4 (5.5%), sky130_fd_sc_hd__o21ai_0 (4.6%)
H-tree depth: 1
Final worst path period share: 75.8%
Top cells by instance count after synthesis: sky130_fd_sc_hd__dfrtp_1 (13), sky130_fd_sc_hd__nand2_1 (6), sky130_fd_sc_hd__o21ai_0 (5)
Vias per std cell: 3.15
Chip area from the yosys synthesis statistics: 547 um^2
# fillers: 380
Leakage power figure: 0.295 nW
Yosys warning count: 1
Clock share of power: 20.8%
Arrival time of the worst setup path: 1170 ps
GP Congestion: 0.717
Yosys stat cell total: 46
Post-detailed-placement half-perimeter wirelength: 733 um
Portion of synthesized cell area occupied by the leading cell type: 59.5%
Setup TNS: 0 ps
Number of design rule violations left after detail routing: 0
Worst slew margin: 63.7%
Maximum number of pins on one net before global-route repair: 14
Hold crit path type: flop to flop
Number of buffers added by the clock tree synthesis step: 3
Count of buffers inserted at the top-level ports: 9
Final max-slew violation count: 0
Chip Area: 6400 um^2
Proportion of layout cells with a drive suffix above 1: 14.0%
Critical Path Slowest Stage Cell: sky130_fd_sc_hd__clkdlybuf4s50_1
Number of buffer and inverter instances along the worst setup path: 1
Post-synth seq share: 59.5%
Number of flops mapped to enable cells by yosys: 0
Stage-log warning count: 25
GRT Residual Overflow: 0
Net switching power of the design: 0.189 mW
Vias: 324
Average footprint of a synthesized cell: 11.9 um^2
Final Instance Area: 694 um^2
Internal power: 0.514 mW
Fin. Hold Viols: 0
Power density normalized to cell area: 1010 nW/um^2
Post-synthesis async set-or-reset flop share: 100%
Critical path's top delay family: buffers and inverters
Total setup buffers inserted after CTS: 0
Setup Crit Path Kind: flop to output pin
Biggest area consumer among synthesized cells: sky130_fd_sc_hd__dfrtp_1
Cell breakdown of the critical path: clkdlybuf4s50_1
Clock tree from TritonCTS: built
Summed instance area of the synthesized netlist: 547 um^2
Tightest hold margin: 406 ps
Combinational power share: 25.3%
Setup crit start kind: flop
Critical path fanouts, max: 5
Top-level I/O count: 13
Count of cells resized by post-cts repair: 0
Top cell type by instance count after synthesis: sky130_fd_sc_hd__dfrtp_1
Antenna violations before repair: 0
Peak Freq: 628 MHz
CP max stage delay: 490 ps
Maximum buffer depth of the clock tree: 2
Slew at the pin closest to its max-slew limit: 543 ps
Maximum vdd drop: 0.275 mV
[layout by cell type (no fill, tap or decap)]
cell type                          n
sky130_fd_sc_hd__a21oi_1           1
sky130_fd_sc_hd__clkbuf_1          1
sky130_fd_sc_hd__clkbuf_4          3
sky130_fd_sc_hd__clkdlybuf4s50_1   9
sky130_fd_sc_hd__conb_1            4
sky130_fd_sc_hd__dfrtp_1          13
sky130_fd_sc_hd__ha_1              1
sky130_fd_sc_hd__inv_1             1
sky130_fd_sc_hd__mux2_2            2
sky130_fd_sc_hd__mux2_4            2
sky130_fd_sc_hd__nand2_1           6
sky130_fd_sc_hd__nand2_2           1
sky130_fd_sc_hd__nand2b_1          1
sky130_fd_sc_hd__nand3_1           3
sky130_fd_sc_hd__nand4b_1          1
sky130_fd_sc_hd__o21a_1            1
sky130_fd_sc_hd__o21ai_0           5
sky130_fd_sc_hd__or3_1             1
sky130_fd_sc_hd__xnor2_1           1
[through the flow]
stage          cells  setup slack [ps]  total power, mW
6_report         103               508            0.703
2_1_floorplan     48              1070            0.460
3_3_place_gp      99               476            0.567
4_1_cts          103               479            0.718
5_1_grt          103               439            0.762
3_5_place_dp      99               445            0.567
[metal layers]
metal  share of wire (%)  GRT usage [%]  vias up
li1                    -              -      170
met4                 1.5          0.352        0
met3                  14           2.73        2
met2                  40           3.77       11
met5                   0              0        -
met1                  45           3.65      141
[power groups by stage]
stage | logic, mW | registers [mW] | clock network (mW)
after CTS | 0.184 | 0.380 | 0.153
after global routing | 0.208 | 0.389 | 0.165
final | 0.178 | 0.379 | 0.146
[state kept, by name, indices dropped and copies added, names as in the netlist]
register	cells
counter	5
m_tdata	5
m_tlast	1
m_tvalid	1
sending	1
[cell type report]
class | instances | area [um^2] | area share, %
multi-input combinational | 30 | 191 | 27.6
inverter | 1 | 3.75 | 0.541
clock buffer | 4 | 26.3 | 3.78
sequential | 13 | 325 | 46.8
timing repair buffer | 9 | 90.1 | 13.0
tap | 46 | 57.6 | 8.29
[kinds of logic after synthesis]
kind of cell,count (synthesis),synth area share [%]
simple gates,13,11.9
xor+xnor,1,1.60
buf+inv,5,6.86
other cells,2,1.37
flops,13,59.5
compound gates,7,6.86
mux,4,9.61
fa+ha+maj,1,2.29
[path summary, 6_finish.rpt]
check                           start    endpoint  depth (start not counted)
max                          m_tvalid    m_tvalid                          1
min                           sending    m_tvalid                          1
max reg2reg                counter[0]  counter[3]                          4
min reg2reg                   sending    m_tvalid                          1
max in group asynchronous     reset_n  counter[2]                          1
min in group asynchronous     reset_n  counter[0]                          1
[worst reg2reg max path, stage by stage (launching register included)]
cell and delay, ps:
sky130_fd_sc_hd__dfrtp_1 410, sky130_fd_sc_hd__ha_1 190, sky130_fd_sc_hd__nand4b_1 180, sky130_fd_sc_hd__a21oi_1 170, sky130_fd_sc_hd__o21ai_0 80
No activity file was given, so power comes from the tool's default toggle rates.
