==> ./run.sh <==
#!/bin/bash
# OpenROAD 26Q1-2900-gdf79404cd8, Yosys 0.63+post, stock flow scripts
make -C /OpenROAD-flow-scripts/flow DESIGN_CONFIG=/design/flow/config.mk WORK_HOME=/design/flow/orfs finish
==> ./config.mk <==
export PLATFORM = sky130hd
export DESIGN_NAME = axis_fifo
export DESIGN_NICKNAME = axis_fifo
export VERILOG_FILES = /design/flow/design.v
export SDC_FILE = /design/flow/constraint.sdc
export NUM_CORES = 4
export LEC_CHECK = 1
export CORE_UTILIZATION = 30
==> ./constraint.sdc <==
current_design axis_fifo

set clk_period 4.0
set clk_io_pct 0.2

create_clock -name clk0 -period $clk_period [get_ports {clk}]

set non_clock_inputs [all_inputs -no_clocks]
set_input_delay [expr $clk_period * $clk_io_pct] -clock clk0 $non_clock_inputs
set_output_delay [expr $clk_period * $clk_io_pct] -clock clk0 [all_outputs]
==> ./design.v <==
`timescale 1ns/1ps
module axis_fifo #(
    parameter DATA_WIDTH = 8,
    parameter FIFO_DEPTH = 16
)(
    input  wire                   clk,
    input  wire                   reset_n,
    input  wire [DATA_WIDTH-1:0]  s_tdata,
    input  wire                   s_tvalid,
    output wire                   s_tready,
    input  wire                   s_tlast,
    output reg  [DATA_WIDTH-1:0]  m_tdata,
    output reg                    m_tvalid,
    input  wire                   m_tready,
    output reg                    m_tlast
);
    reg [DATA_WIDTH:0] mem [0:FIFO_DEPTH-1];  
    reg [$clog2(FIFO_DEPTH)-1:0] wr_ptr;
    reg [$clog2(FIFO_DEPTH)-1:0] rd_ptr;
    reg [$clog2(FIFO_DEPTH+1)-1:0] count;
    wire fifo_full  = (count == FIFO_DEPTH);
    wire fifo_empty = (count == 0);
    assign s_tready = !fifo_full;
    always @(posedge clk or negedge reset_n) begin
        if (!reset_n) begin
            wr_ptr <= 0;
        end else begin
            if (s_tvalid && s_tready) begin
                mem[wr_ptr] <= {s_tlast, s_tdata};   
                wr_ptr <= wr_ptr + 1;
            end
        end
    end
    always @(posedge clk or negedge reset_n) begin
        if (!reset_n) begin
            rd_ptr   <= 0;
            m_tvalid <= 0;
            m_tdata  <= 0;
            m_tlast  <= 0;
        end else begin
            if (!fifo_empty) begin
                m_tvalid <= 1;
                if (m_tready) begin
                    {m_tlast, m_tdata} <= mem[rd_ptr];
                    rd_ptr <= rd_ptr + 1;
                end
            end else begin
                m_tvalid <= 0;
            end
        end
    end
    always @(posedge clk or negedge reset_n) begin
        if (!reset_n) begin
            count <= 0;
        end else begin
            case ({(s_tvalid && s_tready), (m_tvalid && m_tready)})
                2'b10: count <= count + 1;   
                2'b01: count <= count - 1;   
                default: count <= count;      
            endcase
        end
    end
endmodule
==> ci_impl_report.md <==
## Synthesis and layout report

| Metric | Value |
|---|---|
| Critical path, cell by cell | nor4_1 -> a21boi_2 -> inv_1 -> ha_1 -> xor2_1 -> ha_1 -> or3_1 -> a2111oi_0 -> nor4_1 -> xnor2_1 |
| Residual DRC | 0 |
| Cell total in the yosys stat output | about 470 |
| Post-synth top cells | edfxtp_1, nor2_1, dfrtp_1 |
| Setup TNS | 0 ps |
| GR Util met2 | a little under a quarter |
| Synth Area per Inst | 14.7 sq um |
| Root Driver | clkbuf_16 |
| FP Util | 30.6% |
| Tot GR Track Use | between 10% and 20% |
| Post-synth top area cell | edfxtp_1 |
| Slew Limit Headroom | between 40% and 50% |
| Initial antenna violation count | 0 |
| Tool Warnings | 32 |
| Worst setup margin | 775 ps |
| Setup Fix Bufs, Post-CTS | 0 |
| Die X | between 150 and 200 um |
| Critical Path Start Type | flop |
| Min Tclk post-route | about 3200 ps |
| Layout cells sized above 1 | approximately an eighth |
| Leakage | roughly 2.7 nW |
| Worst clock skew | 12.9 ps |
| Max cap viols | 0 |
| Crit share post-route | 80.6% |
| Post-Syn Area | about 7000 sq um |
| Die Y | about 150 um |
| DP HPWL | ~11,000 um |
| GRT busiest layer | met2 |
| Mapped Cells | 470 |
| H-tree Lvls | 4 |
| Final ANT Viol Nets | 0 |
| Worst Path Buf+Inv | 1 |
| Core Footprint | approximately 23,000 sq um |
| Max VDD drop | around 0.00029 V |
| Routed len/inst | 21.1 um |
| First-pass DRT Iterations | 5 |
| Dpl ws | 604 ps |
| Total grt overflow | 0 |
| Post-synth area hogs | edfxtp_1, dfrtp_1, mux2i_1 |
| Cell Type Count | slightly above 60 |
| Crit path kind | flop to flop |
| FP Rows | 55 |
| I/O Pins | 24 |
| Most frequent cell after synthesis | edfxtp_1 |
| Synth top area share | around 62% |
| Status | complete, no violations |
| Final hold violations | 0 |
| I/O Buffers | 23 |
| Via count | about 4,300 |
| YS warnings | 2 |
| Comb area | 1820 sq um |
| Flop area | about 4900 sq um |
| Slew Viols, Final | 0 |
| Max Freq | between 300 and 400 MHz |
| Placer Congestion | roughly 0.87 |
| CTS resizes | 0 |
| Power per cell area | roughly 710 nW/um^2 |
| CTS Sinks | between 150 and 200 |
| Vias in the first global route | 4,434 |
| CTS tree | built |
| Crit path DRT | between 4000 and 5000 ps |
| Clk pin slew, worst setup/hold paths | approximately 60 ps |
| Top delay family on crit path | simple AND/OR/NAND/NOR gates |
| Number of enable flip-flop cells | between 100 and 150 |
| Slew at the pin with the worst max-slew slack | around 860 ps |
| Crit path largest cell delay | around 600 ps |
| Fillers | a little over 2,000 |
| Clk ins delay skew pair | about 420 ps |
| WL final | approximately 17,000 um |
| Largest net degree at the start of global routing | 49 |
| Unrepaired setup endpoints after global routing | false |
| CTS Hold Bufs | 0 |
| Met1 Use GR | between 20% and 30% |
| Slowest CP cell | nor4_1 |
| Ant diodes | 0 |
| Sequential-to-total area share from yosys stat | a little over two thirds |
| TritonCTS Buffers | 17 |
| Chip area in the Yosys report | 6930 sq um |
| Worst Hold Class | flop to flop |
| Chip area | ~24,000 sq um |
| Global-route wire length before repair | 26,500 um |
| Post-synthesis async set-or-reset flop share | roughly 14% |
| Synth-to-layout area growth | 17.8% |
| 1st-iter DRT viols | ~480 |
| Arr. time, crit path | around 3500 ps |
| Synth flops | ~170 |
| CP Max Fanout | 12 |
| Top_reg_cell synth | edfxtp_1 |
| Routed vias/inst | 5.38 |
| Routing usage on met3 | approximately a tenth |
| Crit end category | flop |
| Final Setup Violations | 0 |
| Clk buf depth | 2 |
-- routing by layer --
layer,vias to the layer above,wire (um),part of all wire (%)
li1,1916,-,-
met1,2117,6660,39
met2,272,7660,45
met3,22,2350,14
met4,0,322,1.9
met5,-,0,0
-- final cells by class --
cell class              instances  share of cell area, %
clock buffers                  19                   5.55
clock inverters                13                   2.04
inverters                      13                  0.598
multi-input cells             260                   22.3
flip-flops and latches        167                   60.0
well taps                     285                   4.37
repair buffers                 48                   5.12
-- worst paths after layout --
kind                       startpoint         end  slack [ps]  cells past startpoint
max in group asynchronous     reset_n   rd_ptr[1]        2530                      2
min in group asynchronous     reset_n  m_tdata[7]         780                      1
hold / removal             m_tdata[6]  m_tdata[6]         560                      2
hold reg to reg            m_tdata[6]  m_tdata[6]         560                      2
setup reg to reg             count[1]    count[4]         780                     10
setup / recovery             count[1]    count[4]         780                     10
-- cells in the final DEF (no fill, tap or decap), types with 9 or more instances in the layout --
cell,instances
buf_4,25
dfrtp_1,23
o21ai_0,10
mux2i_1,19
a22oi_1,19
edfxtp_1,144
ha_1,12
clkbuf_16,17
a21oi_1,16
nand3_1,10
nand2_1,22
xnor2_1,9
clkdlybuf4s50_1,23
a211oi_1,10
inv_1,13
nor2_1,25
-- where the power goes --
group,switching [mW],total [mW],internal [mW]
Clock,0.671,1.70,1.02
Combinational,1.09,1.77,0.681
Sequential,0.203,2.29,2.09
Total,1.97,5.76,3.80
-- registers in the layout (all words and copies together) (netlist names) --
signal and cells:
mem 144, m_tdata 8, wr_ptr 4, m_tlast 1, rd_ptr 4, m_tvalid 1, count 5
-- logic make-up after synthesis --
family                   Yosys count  synth area share (%)
buffers and inverters             43                  3.01
flip-flops                       167                  70.7
adder cells (fa/ha/maj)           12                  2.17
AND-OR/OR-AND                    107                  11.2
multiplexers                      20                  2.91
AND/OR/NAND/NOR                  110                  8.67
XOR/XNOR                          11                  1.39
-- stage by stage --
stage | utilization (%) | hold slack (ps) | std cells | instance area (sq um) | power (mW)
after CTS | 36.1 | 569 | 805 | 8160 | 5.77
after detailed placement | 33.3 | 551 | 773 | 7540 | 4.07
after floorplan | - | 490 | 470 | 6930 | 3.44
final | 36.1 | 561 | 805 | 8160 | 5.76
after global placement | 33.3 | 549 | 773 | 7540 | 4.04
after global routing | 36.1 | 615 | 805 | 8160 | 6.05
-- worst register-to-register path, delay by kind of cell, from the launching register on --
kind / cells / cell delay [ps]
AND-OR/OR-AND: 2 / 580
AND/OR/NAND/NOR: 3 / 1060
buffers and inverters: 1 / 90
adder cells (fa/ha/maj): 2 / 610
XOR/XNOR: 2 / 280
flip-flops: 1 / 470
Power figures rest on the tool's default switching activity, not on a simulated workload.
